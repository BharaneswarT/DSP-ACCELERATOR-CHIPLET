**config.mk**
```make
export PLATFORM = sky130hd
export DESIGN_NAME = twiddle_rom
export DESIGN_NICKNAME = twiddle_rom
export VERILOG_FILES = /design/flow/design.v
export SDC_FILE = /design/flow/constraint.sdc
export NUM_CORES = 4
export LEC_CHECK = 1
export CORE_AREA = 10 10 70 70
export DIE_AREA = 0 0 80 80
```
**design.v**
```verilog
module twiddle_rom #(
    parameter DATA_WIDTH = 16,
    parameter N = 16
)(
    input wire [$clog2(N)-1:0] addr,			 
    output reg signed [DATA_WIDTH-1:0] twiddle_real,	 
    output reg signed [DATA_WIDTH-1:0] twiddle_imag		 
);
    always @(*) begin
        case (addr)
            4'd0: begin twiddle_real = 16'sd32767; twiddle_imag = 16'sd0;     end  
            4'd1: begin twiddle_real = 16'sd23170; twiddle_imag = -16'sd23170;end  
            4'd2: begin twiddle_real = 16'sd0;     twiddle_imag = -16'sd32767;end  
            4'd3: begin twiddle_real = -16'sd23170;twiddle_imag = -16'sd23170;end  
            4'd4: begin twiddle_real = -16'sd32767;twiddle_imag = 16'sd0;     end  
            4'd5: begin twiddle_real = -16'sd23170;twiddle_imag = 16'sd23170; end  
            4'd6: begin twiddle_real = 16'sd0;     twiddle_imag = 16'sd32767; end  
            4'd7: begin twiddle_real = 16'sd23170; twiddle_imag = 16'sd23170; end  
				4'd8:  begin twiddle_real = -16'sd32767; twiddle_imag =  16'sd0;     end  
            4'd9:  begin twiddle_real = -16'sd30273; twiddle_imag =  16'sd12539; end  
            4'd10: begin twiddle_real = -16'sd23170; twiddle_imag =  16'sd23170; end  
            4'd11: begin twiddle_real = -16'sd12539; twiddle_imag =  16'sd30273; end  
            4'd12: begin twiddle_real =  16'sd0;     twiddle_imag =  16'sd32767; end  
            4'd13: begin twiddle_real =  16'sd12539; twiddle_imag =  16'sd30273; end  
            4'd14: begin twiddle_real =  16'sd23170; twiddle_imag =  16'sd23170; end  
            4'd15: begin twiddle_real =  16'sd30273; twiddle_imag =  16'sd12539; end  
            default: begin
                twiddle_real = 16'sd0;
                twiddle_imag = 16'sd0;
            end
        endcase
    end
endmodule
```
**run.sh**
```bash
#!/bin/bash
# OpenROAD 26Q1-2900-gdf79404cd8, Yosys 0.63+post, stock flow scripts
make -C /OpenROAD-flow-scripts/flow DESIGN_CONFIG=/design/flow/config.mk WORK_HOME=/design/flow/orfs finish
```
**constraint.sdc**
```tcl
current_design twiddle_rom

set clk_period 1.4
set clk_io_pct 0.2

create_clock -name clk0 -period $clk_period

set non_clock_inputs [all_inputs -no_clocks]
set_input_delay [expr $clk_period * $clk_io_pct] -clock clk0 $non_clock_inputs
set_output_delay [expr $clk_period * $clk_io_pct] -clock clk0 [all_outputs]
```
==> flow_summary.json <==
{
  "outcome": "finished, violations left",
  "violations": "negative setup slack",
  "grt_max_degree": 15,
  "hold_ws_ps": 988,
  "warnings": 41,
  "logic_area_um2": 687,
  "synth.avg_cell_area_um2": 6.81,
  "topCellsByArea": "ha_1, buf_4, o21ai_0",
  "grt_pass1_vias": 883,
  "switching_share_pct": 40.6,
  "flop_area_um2": 0,
  "worstHoldPathType": "primary input to output pin",
  "ys_cells": 86,
  "cellLeakagePower_nw": 0.658,
  "p_total_uw": 507,
  "cp.required_ps": 1120,
  "io_pins": 36,
  "die_x_um": 80,
  "instances_no_fill": 190,
  "place_area_um2": 1030,
  "clkPwrFrac_pct": 0,
  "initCoreUtil_pct": 17.1,
  "hold_path.startpoint": "addr[2]",
  "via_per_inst": 4.37,
  "synthCells": 86,
  "final.setup.tns_ps": -2880,
  "coreArea_um2": 3420,
  "drtPass1Iterations": 4,
  "ctsHoldBuffers": 0,
  "syn_to_final_growth_pct": 145,
  "clkbuf_count": 0,
  "fmaxAchievable_mhz": 635,
  "dp.cells": 166,
  "seq_area_frac_synth_pct": 0,
  "drive_above_1_share_pct": 80.6,
  "synth_cell_types": 27,
  "pwr-share-comb_pct": 100.0,
  "dp_worst_setup_slack_ps": -1010,
  "final_area_um2": 1430,
  "critPathCaptureType": "output pin",
  "antenna_cells": 0,
  "slew_violations": 0,
  "hold_end": "twiddle_imag[6]",
  "setup_slack_ps": -174,
  "n_fill_cell": 302,
  "drt_iter0_drc": 25,
  "ys_area_um2": 586,
  "drc": 0,
  "worst_pin_slew_ps": 261,
  "peakVddDrop_uv": 84.9,
  "postLayoutCoreUtil_pct": 42.0,
  "synth_area_leader_cell": "ha_1",
  "syn-cell-area_um2": 586,
  "critPathLaunchType": "primary input",
  "p_int_uw": 301,
  "hold_viol": 0,
  "grt_pass1_wl_um": 4710,
  "die_height_um": 80,
  "powerDensity_nw_per_um2": 354,
  "wl_per_cell_um": 14.9,
  "cp.arrival_ps": 1290,
  "hold_depth": 4,
  "synth_top_area_share_pct": 17.1,
  "drv_cap": 0,
  "yosys_warnings": 1,
  "grt_usage_pct": 8.75,
  "vias": 830,
  "gr-total-overflow": 0,
  "antenna_found_initial": 0,
  "fin_crit_ps": 1570,
  "num_rows": 21,
  "share_seq_of_total_power_pct": 0,
  "fin_crit_sh_pct": 112,
  "die-area_um2": 6400,
  "dp_hpwl_um": 1620,
  "gp_congestion": 0.869,
  "io_buffer_count": 36,
  "power_switching_uw": 206,
  "max_slew_margin_pct": 82.5,
  "routed_wirelength_um": 2830,
  "drtAntennaViolNets": 0,
  "finalSetupViolCount": 29,
  "nFlopsAndLatches": 0,
  "path_max_fanout": 4,
  "crit_type": "primary input to output pin",
  "grt_setup_unrepaired": "yes"
}
cell type report:
| cell class | instances | area share, % |
|---|---|---|
| multi-input combinational | 66 | 47.9 |
| tap | 46 | 4.01 |
| timing repair buffer | 74 | 45.8 |
| inverter | 4 | 2.27 |
cells in the mapped netlist (all sizes together):
cell type  instances
clkbuf             1
o211ai             1
ha                 8
inv                4
or2                1
o21ai             14
or2b               1
nor2               5
o22ai              1
buf               15
xor2               1
nand3b             1
a211oi             1
nor3b              1
mux2i              2
nand2b             4
a21oi             10
nor2b              3
a21bo              1
nand2              8
mux2               1
a31oi              2
per-layer routing:
layer | vias to the layer above | wire length (um) | global-route usage, %
met5 | - | 0 | 0
met4 | 0 | 0 | 0.704
met3 | 0 | 183 | 1.82
met2 | 20 | 1490 | 15.8
met1 | 409 | 1160 | 10.7
li1 | 401 | - | -
worst max-delay path: stages:
cell	delay (ps)
buf_8	110
buf_6	130
ha_4	170
mux2i_4	140
nor2b_4	210
buf_6	110
a31oi_1	30
buf_2	120
how the worst max path moves through the flow:
stage / slack (ps) / cells after the start / endpoint / from
global route: -230 / 8 / twiddle_imag[10] / addr[1]
finish: -170 / 8 / twiddle_imag[10] / addr[1]
CTS: -180 / 8 / twiddle_imag[10] / addr[1]
power groups by stage:
stage / clock, mW / combinational, mW / sequential [mW]
6_report: 0 / 0.507 / 0
4_1_cts: 0 / 0.472 / 0
5_1_grt: 0 / 0.550 / 0
logic make-up (layout without fill, tap and decap cells):
logic type,count (synthesis),count (layout),share of synthesized area (%)
AOI/OAI and AO/OA,30,30,29.5
xor gates and xnor gates,1,1,1.50
adders and majority gates,8,8,17.1
buffers and inverters,20,78,23.3
muxes,3,3,5.34
and+or+nand+nor,24,24,23.3
cell usage in the layout, fill, tap and decap left out, types with 2 or more instances in the layout:
cell type	n
buf_2	30
buf_4	20
buf_6	15
a21oi_2	7
o21ai_2	6
ha_4	6
nand2_1	5
o21ai_1	5
a21oi_1	3
bufbuf_16	3
buf_8	3
nand2_4	2
inv_8	2
nand2b_4	2
nand2b_1	2
nor2_4	2
o21ai_0	2
nor2_1	2
ha_2	2
buf_12	2
timing repair:
item                                    CTS  global route
pin swaps                                22             9
endpoints found under the hold margin     0             0
endpoints found under the setup margin   32            32
buffers inserted                         20             2
cloned                                    3             0
resized                                 188            15
Power is estimated from default activity; no workload was simulated.
