==> flow/design.v <==
module bit_reversal #(
    parameter DATA_WIDTH = 16,
    parameter N = 16
)(
    input wire clk, reset,
    input wire start_reorder,
	input wire signed [N*DATA_WIDTH-1:0] real_in,		 
	input wire signed [N*DATA_WIDTH-1:0] imag_in,		 
    output reg signed [N*DATA_WIDTH-1:0] real_out,	 
    output reg signed [N*DATA_WIDTH-1:0] imag_out,	 
    output reg reorder_done			 
);
    localparam INDEX_WIDTH = $clog2(N);		 
    integer i, j;    
    reg [INDEX_WIDTH-1:0] reversed_index;		 
    function [INDEX_WIDTH-1:0] reverse_bits;
        input [INDEX_WIDTH-1:0] in;
        integer k;
        begin
            for (k = 0; k < INDEX_WIDTH; k = k + 1)
				reverse_bits[k] = in[INDEX_WIDTH-1-k];    
        end
    endfunction
    always @(posedge clk or posedge reset) begin
        if (reset) begin
            reorder_done <= 0;
            real_out <= 0;
            imag_out <= 0;
        end else if (start_reorder) begin
            for (i = 0; i < N; i = i + 1) begin
                reversed_index = reverse_bits(i[INDEX_WIDTH-1:0]);
                real_out[reversed_index*DATA_WIDTH +: DATA_WIDTH] <= real_in[i*DATA_WIDTH +: DATA_WIDTH];
				imag_out[reversed_index*DATA_WIDTH +: DATA_WIDTH]  <= imag_in[i*DATA_WIDTH +: DATA_WIDTH];   
            end
            reorder_done <= 1;
        end else begin
            reorder_done <= 0;
        end
    end
endmodule
==> flow/run.sh <==
#!/bin/bash
# OpenROAD 26Q1-2900-gdf79404cd8, Yosys 0.63+post, stock flow scripts
make -C /OpenROAD-flow-scripts/flow DESIGN_CONFIG=/design/flow/config.mk WORK_HOME=/design/flow/orfs finish
==> flow/config.mk <==
export PLATFORM = sky130hd
export DESIGN_NAME = bit_reversal
export DESIGN_NICKNAME = bit_reversal
export VERILOG_FILES = /design/flow/design.v
export SDC_FILE = /design/flow/constraint.sdc
export NUM_CORES = 4
export LEC_CHECK = 1
export CORE_AREA = 10 10 464 464
export DIE_AREA = 0 0 474 474
==> flow/constraint.sdc <==
current_design bit_reversal

set clk_period 1.5
set clk_io_pct 0.2

create_clock -name clk0 -period $clk_period [get_ports {clk}]

set non_clock_inputs [all_inputs -no_clocks]
set_input_delay [expr $clk_period * $clk_io_pct] -clock clk0 $non_clock_inputs
set_output_delay [expr $clk_period * $clk_io_pct] -clock clk0 [all_outputs]
==> flow_summary.yaml <==
# yosys + openroad results
sta:
  worst_slack_ns: -0.0759
  whs_ns: 0.230
  finalHoldViolCount: 0
  setup_violations: 104
  rsz0062_at_grt: "yes"
  fin_crit_sh_pct: 105
  slew_headroom_pct: 71.8
  worst_pin_slew_ns: 0.424
  min_period_ns: 1.58
  skew_ns: 0
  max_freq_mhz: 635
  maxSlewViolCount: 0
floorplanning:
  pin_count: 1028
  dieArea_sq_um: 225000
  die_h_um: 474
  die_w_um: 474
  placementRows: 166
  coreArea_sq_um: 205000
  fp_util_pct: 9.40
final_layout:
  utilization_pct: 17.2
  drive_gt1_share_pct: 56.5
  area_growth_pct: 82.8
detailed_routing:
  antenna_left: 0
  drt_iter0_drc: 398
  routed_wl_mm: 122
  vias: 14600
  drc: 0
  dr.pass1.iters: 4
  wl_per_cell_um: 24.0
  viasPerCell: 2.86
placement:
  place.port_buffers: 1027
  place_worst_setup_slack_ns: -0.0276
  gp_congestion: 0.880
  dp_hpwl_mm: 106
global_route:
  gr-total-overflow: 0
  grt_pass1_vias: 15700
  grt_pass1_wl_mm: 156
  grt_max_degree: 64
  antenna_found_initial: 94
  grt_usage_pct: 10.5
clocking:
  cts_htree_levels: 3
  clock-root-buffer: "clkbuf_16"
  cts.sinks: 513
  clk_pin_slew_worst_paths_ns: 0.06
  clk_latency_ns: 0.66
  cts_buffers: 67
  cts_tree: "done"
  clock_path_buffers: 3
power_and_ir_drop:
  power_frac_clock_pct: 41.6
  vdd_drop_max_v: 0.000945
  p_int_mw: 29.4
  p_seq_share_pct: 40.5
  p_leak_nw: 14.7
  switching_share_pct: 26.0
  p_switching_mw: 10.3
  powerDensity_nw_per_um2: 1130
  combPwrFrac_pct: 17.9
synth:
  synthTopCellsByArea: "dfrtp_1 67%, mux2_2 30%, buf_6 2.7%"
  yosys-stat-cells: 1083
  synth_seq_share_pct: 66.7
  synth.cell_area_sq_um: 19200
  syn_inst: 1083
  ys_ff: 513
  ys_area_sq_um: 19200
  top_area_cell: "dfrtp_1"
  yosysUniqueCellTypes: 6
  synth_top_area_share_pct: 66.7
  synth_warnings: 1
  postSynthAreaPerCell_sq_um: 17.8
critical_path:
  critPathSlowestCell: "dfrtp_2"
  path_depth: 1
  r2r_start: "real_out[94]"
  cp-startpoint: "imag_out[238]"
  required_ns: 1.20
  cp.arrival_ns: 1.28
  path_max_fanout: 2
  reg2reg_slack_ns: 0.50
  r2r.worst_path.cells: 3
  cp_top_family: "flip-flops"
  endpoint_kind: "output port"
  crit_buf_inv: 1
  path_cells: "buf_12"
  crit_end: "imag_out[238]"
  critPathMaxStageDelay_ns: 0.44
  setup.worst_path.start_class: "register"
  timing.rr.end: "real_out[94]"
  crit_type: "reg -> out"
run_status:
  violations: "setup timing"
  status: "complete, but fails checks"
job:
  maxCapViolations: 0
  warnings: 28
hold_path:
  hp-class: "in -> reg"
-- synthesized netlist by cell type, drive strengths merged --
master,n
dfrtp,513
mux2,512
buf,49
clkbuf,8
inv,1
-- layout by cell type, fill, tap and decap left out, types with 2 or more instances in the layout --
cell             Yosys  routed
clkinv_2             0       9
inv_6                0       2
buf_2                3     374
dfrtp_2              0       7
clkinv_8             0       4
diode_2              0      25
mux2_2             512     512
clkdlybuf4s50_1      0     513
dlygate4sd3_1        0       2
bufinv_16            0       5
clkinvlp_4           0       6
clkbuf_1             0      12
clkbuf_8             8       7
clkinv_4             0       2
dfrtp_1            513     506
clkbuf_16            0      68
buf_12               0      79
buf_4                0     181
buf_6               46      83
-- kinds of logic (layout without fill, tap and decap cells) --
kind of cell	Yosys count	in the layout	share of synthesized area, %
flops	513	513	66.7
other cells	0	25	0
mux	512	512	30.0
buf+inv	58	1350	3.36
-- layer usage --
layer / wire length [um] / GRT usage, %
met5: 101 / 0
met4: 3560 / 1.84
met3: 17700 / 6.78
met2: 57500 / 17.5
met1: 43100 / 11.4
-- sequential cells by signal, summed over array words and instances, names as in the netlist --
signal	cells
imag_out	256
real_out	256
reorder_done	1
-- layout make-up --
| class | instances | area [sq um] |
|---|---|---|
| flip-flops and latches | 513 | 12800 |
| multi-input cells | 512 | 5770 |
| clock inverters | 29 | 383 |
| inverters | 1 | 7.51 |
| well taps | 2688 | 3360 |
| clock buffers | 87 | 1840 |
| fillers | 22500 | 170000 |
| diodes | 25 | 62.6 |
| repair buffers | 1233 | 10900 |
-- what timing repair did --
item                                     CTS  global route
endpoints found under the hold margin      6             0
endpoints found under the setup margin   513           513
buffers inserted                          92            24
gates resized                           1796             4
hold buffers                               2             0
-- stage by stage --
| step | setup TNS (ns) | instance area [sq um] | cells | total power [mW] |
|---|---|---|---|---|
| finish | -2.27 | 35200 | 5088 | 39.8 |
| global route | -32.64 | 35100 | 5065 | 41.9 |
| CTS | -39.14 | 34900 | 5039 | 40.9 |
| detailed placement | -0.191 | 33800 | 4829 | 24.2 |
| global placement | -0.139 | 33800 | 4829 | 24.2 |
| floorplan | -2958.12 | 19300 | 1083 | 17.7 |
-- power by group through the flow --
stage / combinational [mW] / sequential, mW / clock [mW]
CTS: 7.32 / 16.1 / 17.4
global route: 7.81 / 16.3 / 17.8
finish: 7.12 / 16.1 / 16.5
-- worst min path at each step --
stage | end | slack [ns] | cells past startpoint | start
CTS | real_out[18] | 0.11 | 2 | real_in[130]
global route | imag_out[38] | 0.16 | 2 | imag_in[70]
finish | imag_out[47] | 0.23 | 2 | imag_in[79]
Power is estimated from default activity; no workload was simulated.
